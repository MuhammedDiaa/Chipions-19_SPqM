==> ./constraint.sdc <==
current_design ROM

set clk_period 1.5
set clk_io_pct 0.2

create_clock -name clk0 -period $clk_period [get_ports {clk}]

set non_clock_inputs [all_inputs -no_clocks]
set_input_delay [expr $clk_period * $clk_io_pct] -clock clk0 $non_clock_inputs
set_output_delay [expr $clk_period * $clk_io_pct] -clock clk0 [all_outputs]
==> ./config.mk <==
export PLATFORM = sky130hd
export DESIGN_NAME = ROM
export DESIGN_NICKNAME = ROM
export VERILOG_FILES = /design/flow/design.v
export SDC_FILE = /design/flow/constraint.sdc
export NUM_CORES = 4
export LEC_CHECK = 1
export CORE_AREA = 10 10 70 70
export DIE_AREA = 0 0 80 80
==> ./design.v <==
module ROM ( wtime , pcount, tcount ,clk );	 
parameter n =3 ;
output reg [4:0]wtime;  
input wire [n-1:0] pcount ;
input wire [1:0] tcount ;
input wire clk ;
wire [n+1:0] address ;
assign address[n+1:0] = { tcount[1:0] ,pcount[n-1:0] } ;  
reg [4:0]rom [0:31] ;  
always @(posedge clk)  
begin
wtime <= rom[address] ;
end
initial 
begin  
rom[0] <= 5'd0 ;
rom[1] <= 5'd0 ;
rom[2] <= 5'd0 ;
rom[3] <= 5'd0 ;
rom[4] <= 5'd0 ;
rom[5] <= 5'd0 ;
rom[6] <= 5'd0 ;
rom[7] <= 5'd0 ;
rom[8] <= 5'd0 ;
rom[9] <= 5'd3 ;
rom[10] <= 5'd6 ;
rom[11] <= 5'd9 ;
rom[12] <= 5'd12 ;
rom[13] <= 5'd15 ;
rom[14] <= 5'd18 ;
rom[15] <= 5'd21 ;
rom[16] <= 5'd1 ;
rom[17] <= 5'd3 ;
rom[18] <= 5'd4 ;
rom[19] <= 5'd6 ;
rom[20] <= 5'd7 ;
rom[21] <= 5'd9 ;
rom[22] <= 5'd10 ;
rom[23] <= 5'd12 ;
rom[24] <= 5'd2 ;
rom[25] <= 5'd3 ;
rom[26] <= 5'd4 ;
rom[27] <= 5'd5 ;
rom[28] <= 5'd6 ;
rom[29] <= 5'd7 ;
rom[30] <= 5'd8 ;
rom[31] <= 5'd9 ;
end 
endmodule 
module rom_tb ();
parameter n =3 ;
 wire [4:0] wtime;  
reg[4:0]i ; 
reg [n-1:0] pcount ;
reg [1:0] tcount ;
reg clk ;
initial 
begin
i =5'b0 ;
clk =0 ;
$monitor ("%b %b  .. wtime= %d", tcount,pcount,wtime);
end
always
    begin 
#4
	 pcount=i&3'b111;
         tcount=i>>n ;
i=i+1 ;
    end
always 
begin 
#2 clk = ~clk ;
end
ROM rm ( wtime , pcount, tcount ,clk );	
endmodule 
==> ./run.sh <==
#!/bin/bash
# OpenROAD 26Q1-2900-gdf79404cd8, Yosys 0.63+post, stock flow scripts
make -C /OpenROAD-flow-scripts/flow DESIGN_CONFIG=/design/flow/config.mk WORK_HOME=/design/flow/orfs finish
==> Changelog: implementation <==
## Flow update

* Max Cap Viol at 0
* Slew Viols, Final at 0
* H-tree levels at 1
* Final tally of hold violations at 0
* Total Wirelength at 697 um
* Floorplan utilization at 0.0868
* Ys flops at 5
* Worst Min Path Start: tcount[0]
* CP Data Arrival Time at between 1.5 and 2 ns
* DR vias at 286
* Clock network fraction of design power at 0.384
* Antenna violations before repair at 0
* CTS tree: yes
* Syn avg cell area at 8.99 um^2
* WHS Endpoint: wtime[4]
* Die Height at 80 um
* Largest net degree at the start of global routing at 8
* # diodes at 0
* Core area at 0.00342 mm^2
* Dominant cell area share at 0.338
* Total Power at 0.000385 W
* Setup crit start kind: input port
* Share of cells above drive strength 1 at 0.189
* PD cells at 732 mW/mm^2
* Routed WL per cell at 7.04 um
* Num rows at 21
* Number of global-route vias before repair at 261
* Leak at 0.217 nW
* Tool warning count at 28
* Setup-failing EPs final at 0
* Slew HR at 0.831
* Run status: complete, no violations
* Final worst slack at 0.0936 ns
* # Post-CTS Setup Buffers at 0
* RSZ-0062 raised after global routing: no
* CP max FO at 4
* # hold bufs at CTS at 0
* Largest register FFs at 5
* Worst Hold Depth at 2
* Switching part of the total at 0.215
* GRT Resource Usage Total at 0.0202
* HP Class: input port to flop
* Drt first-iter violations at 10
* Cells after Synth at 33
* Width of the die at roughly 80 um
* Port bufs at 10
* Seq/Total Area, Yosys at 0.338
* Minimum clock period at 1.41 ns
* Routed Antenna Nets at 0
* Worst-path clk slew at 0.04 ns
* First-pass detailed-route iteration total at 4
* Yosys warning total at 1
* First-pass GRT wire length at 1080 um
* Net Switching at 0.0000826 W
* Yosys cell types at 16
* Dpl hpwl at between 600 and 700 um
* VDD IR max at 0.000160 V
* WS Path Type: input port to flop
* TritonCTS Buffers at 3
* Total gr overflow at 0
* Sequential cell fraction of total power at 0.382
* Die area at 0.00640 mm^2
* Post-CTS Resized at 0
* Chip Area, Yosys at 297 um^2
* DP Worst Slack at -0.147 ns
* Cycle use final at 0.938
* Achievable Freq at ~710 MHz
* Syn Std Cell Area at 297 um^2
* Main area contributors: dfxtp_1 (34%), ha_1 (21%), o21ai_0 (6.8%), nor2b_1 (6.3%), inv_1 (5.1%)
* Worst-Margin Slew at approximately 0.25 ns
* Crit path DRT at 1.62 ns
* Biggest area consumer among synthesized cells: dfxtp_1
* Drt drc at 0
* Largest Register: wtime
* Clk buf depth at 2
* # fillers at 392
* I/O pin total at 11
* RD Place Congestion at 0.803
* Root Buffer Master: clkbuf_4
* Setup crit end kind: flop
* Yosys cell count at 33
* Area growth syn-to-layout at 77.2%
* Via density at between 2 and 3
* P_int at between 0.0003 and 0.0004 W
* Largest regs: wtime (5)
* Clock Sinks at 5
* Combinational share of power at 0.234
==> final cells by class <==
| class | count | area [um^2] | area share |
|---|---|---|---|
| inverter | 4 | 15.0 | 0.0286 |
| clock buffer | 4 | 26.3 | 0.0500 |
| tap | 46 | 57.6 | 0.110 |
| timing repair buffer | 16 | 145 | 0.276 |
| sequential | 5 | 100 | 0.190 |
| multi-input combinational | 24 | 181 | 0.345 |
==> how the worst max path moves through the flow <==
stage                      from        to  cells past startpoint
final                 pcount[1]  wtime[1]                      6
after global routing  pcount[1]  wtime[1]                      6
after CTS             pcount[1]  wtime[1]                      6
==> synth_stat cells <==
library cell / number
o32ai_1: 1
o21ai_1: 1
a211oi_1: 1
mux2_2: 1
inv_1: 4
a21oi_1: 1
dfxtp_1: 5
nand2_1: 2
xnor2_1: 1
nor2b_1: 3
nand2b_1: 1
o22ai_1: 1
nor3b_1: 1
ha_1: 5
or2_0: 1
o21ai_0: 4
==> cell families (layout without fill, tap and decap cells) <==
family / count (synthesis) / after routing / synth area share
AOI/OAI and AO/OA: 9 / 9 / 0.177
and+or+nand+nor: 8 / 8 / 0.156
adders and majority gates: 5 / 5 / 0.211
DFF: 5 / 5 / 0.338
buffers and inverters: 4 / 24 / 0.0506
xor gates and xnor gates: 1 / 1 / 0.0295
muxes: 1 / 1 / 0.0380
==> stage by stage <==
stage	std cells	util	area, um^2	TNS [ns]	hold slack (ns)
floorplan	33	-	297	0	0.376
global placement	95	0.146	499	-0.333	0.975
detailed placement	95	0.146	499	-0.361	0.970
CTS	99	0.154	526	0	0.770
global route	99	0.154	526	0	0.791
finish	99	0.154	526	0	0.782
==> metal layers <==
layer | wire length, um | up-vias | share of wire | global-route usage
met2 | 337 | 8 | 0.48 | 0.0321
met3 | 88 | 0 | 0.13 | 0.0114
li1 | - | 153 | - | -
met4 | 0 | 0 | 0 | 0.00704
met1 | 270 | 125 | 0.39 | 0.0220
met5 | 0 | - | 0 | 0
==> critical path, cell delays in order <==
cell and delay [ns]:
clkdlybuf4s50_1 0.52, inv_1 0.06, ha_1 0.29, nor2b_1 0.13, o21ai_0 0.14, o21ai_1 0.09
==> power groups by stage <==
stage         clock network (W)  registers (W)  logic [W]
CTS                    0.000157       0.000147  0.0000912
global route           0.000169       0.000148   0.000100
finish                 0.000148       0.000147  0.0000899
==> cell usage in the layout, fill, tap and decap left out <==
master           netlist  final
buf_4                  0      6
xnor2_1                1      1
clkbuf_4               0      3
o22ai_1                1      1
a21oi_1                1      1
or2_0                  1      1
clkbuf_1               0      1
nor2b_1                3      3
mux2_2                 1      1
clkdlybuf4s50_1        0     10
a211oi_1               1      1
nand2_1                2      2
nor3b_1                1      1
dfxtp_1                5      5
o21ai_0                4      4
nand2b_1               1      1
inv_1                  4      4
o21ai_1                1      1
ha_1                   5      5
o32ai_1                1      1
Power figures rest on the tool's default switching activity, not on a simulated workload.
